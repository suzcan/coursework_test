File: run.sh
#!/bin/bash
# OpenROAD 26Q1-2900-gdf79404cd8, Yosys 0.63+post, stock flow scripts
make -C /OpenROAD-flow-scripts/flow DESIGN_CONFIG=/design/flow/config.mk WORK_HOME=/design/flow/orfs finish
File: config.mk
export PLATFORM = sky130hd
export DESIGN_NAME = colour_change
export DESIGN_NICKNAME = colour_change
export VERILOG_FILES = /design/flow/design.v
export SDC_FILE = /design/flow/constraint.sdc
export NUM_CORES = 4
export LEC_CHECK = 1
export CORE_UTILIZATION = 40
File: constraint.sdc
current_design colour_change

set clk_period 19.3
set clk_io_pct 0.2

create_clock -name clk0 -period $clk_period [get_ports {clk}]

set non_clock_inputs [all_inputs -no_clocks]
set_input_delay [expr $clk_period * $clk_io_pct] -clock clk0 $non_clock_inputs
set_output_delay [expr $clk_period * $clk_io_pct] -clock clk0 [all_outputs]
File: design.v
`timescale 1ns / 1ps
module colour_change #
(
    parameter DATA_WIDTH = 24  
)
(
    input  wire                   clk,
    input  wire                   n_rst,
    input  wire [DATA_WIDTH-1:0] i_vid_data,
    input  wire                  i_vid_hsync,
    input  wire                  i_vid_vsync,
    input  wire                  i_vid_VDE,
    output reg [DATA_WIDTH-1:0] o_vid_data,
    output reg                  o_vid_hsync,
    output reg                  o_vid_vsync,
    output reg                  o_vid_VDE,
    input wire [3:0] btn,
    input wire [3:0] sw,
    output reg [3:0] led 
);
 wire [23:0] out1, out2,out3;
   wire hsync, vsync, vde, hsync2, vsync2, vde2, hsync3, vsync3, vde3;
   always@* begin
       case(sw)
           4'd1:begin o_vid_data<=out1;
           o_vid_hsync <= hsync;
           o_vid_vsync <= vsync;
           o_vid_VDE <= vde;
           end
           4'd2: begin 
            o_vid_data<=out2;
            o_vid_hsync <= hsync2;
            o_vid_vsync <= vsync2;
            o_vid_VDE <= vde2;
           end
           4'd3: begin 
           o_vid_data<=out3;
           o_vid_hsync <= hsync3;
           o_vid_vsync <= vsync3;
           o_vid_VDE <= vde3;
          end
          default: begin
           o_vid_data<=i_vid_data;
           o_vid_hsync <= i_vid_hsync;
           o_vid_vsync <= i_vid_vsync;
           o_vid_VDE <= i_vid_VDE;
           end
       endcase
   end
   skin_detection skin(.clk(clk), .n_rst(n_rst), .i_vid_data(i_vid_data), .i_vid_hsync(i_vid_hsync), .i_vid_vsync(i_vid_vsync), .i_vid_VDE(i_vid_VDE), .o_vid_data(out1), .o_vid_hsync(hsync), .o_vid_vsync(vsync), .o_vid_VDE(vde), .sw(sw));
   inversion inverse(.clk(clk), .n_rst(n_rst), .i_vid_data(i_vid_data), .i_vid_hsync(i_vid_hsync), .i_vid_vsync(i_vid_vsync), .i_vid_VDE(i_vid_VDE), .o_vid_data(out2), .o_vid_hsync(hsync2), .o_vid_vsync(vsync2), .o_vid_VDE(vde2), .sw(sw));
   position pos(.clk(clk), .n_rst(n_rst), .i_vid_data(i_vid_data), .i_vid_hsync(i_vid_hsync), .i_vid_vsync(i_vid_vsync), .i_vid_VDE(i_vid_VDE), .o_vid_data(out3), .o_vid_hsync(hsync3), .o_vid_vsync(vsync3), .o_vid_VDE(vde3), .sw(sw));
endmodule
`timescale 1ns / 1ps
module inversion(
    input clk,
    input n_rst,
    input [23:0] i_vid_data,
    input i_vid_hsync,
    input i_vid_vsync,
    input i_vid_VDE,
    input [3:0] sw,
    output reg [23:0] o_vid_data,
    output reg o_vid_hsync,
    output reg o_vid_vsync,
    output reg o_vid_VDE,
    output reg o_vid_hsync1,
    output reg o_vid_vsync1,
    output reg o_vid_VDE1
);
    wire [7:0] red, green, blue;
    assign {red, green, blue} = i_vid_data;
 always @(posedge clk) begin
        if(sw == 4'd2) begin
            o_vid_data[23:16] <= 255-red;
            o_vid_data[15:8] <= 255-green;
            o_vid_data[7:0] <= 255-blue;
        end
        o_vid_hsync <= i_vid_hsync;
        o_vid_vsync <=  i_vid_vsync;
        o_vid_VDE <=  i_vid_VDE;
        end
endmodule
`timescale 1ns / 1ps
module position(
input clk,
    input n_rst,
    input [23:0] i_vid_data,
    input i_vid_hsync,
    input i_vid_vsync,
    input i_vid_VDE,
    input [3:0] sw,
    output reg [23:0] o_vid_data,
    output reg o_vid_hsync,
    output reg o_vid_vsync,
    output reg o_vid_VDE,
    output reg o_vid_hsync1,
    output reg o_vid_vsync1,
    output reg o_vid_VDE1
);
    wire [7:0] red, green, blue;
    reg [16:0] vcount = 0, hcount = 0;
    assign {red, blue, green} = i_vid_data;
    always @(negedge clk) begin
            if(i_vid_VDE) begin
        if(hcount>=16'd1919) begin
            hcount <= 0;
            if(vcount>=16'd1079)
                vcount <=0;
         else vcount <= vcount +1;
    end else hcount <= hcount +1;
    end
    end
    wire [7:0] grey = (3*red)/100 + (59*green)/100 + (11*blue)/100;
     always @(posedge clk) begin
           if(sw == 4'd3) begin
             if (hcount > 200 && hcount < 800) begin
                o_vid_data[23:16] <= grey;
                 o_vid_data[15:8] <= grey; 
                 o_vid_data[7:0] <= grey;         
           end
           else
             o_vid_data <= i_vid_data;
           end
           o_vid_hsync <= i_vid_hsync;
           o_vid_vsync <=  i_vid_vsync;
           o_vid_VDE <=  i_vid_VDE;
           end
endmodule
`timescale 1ns / 1ps
module skin_detection(
    input clk,
    input n_rst,
    input [23:0] i_vid_data,
    input i_vid_hsync,
    input i_vid_vsync,
    input i_vid_VDE,
    input [3:0] sw,
    output reg [23:0] o_vid_data,
    output reg o_vid_hsync,
    output reg o_vid_vsync,
    output reg o_vid_VDE
);
    reg [7:0] skin_y = 8'd80;
    reg [7:0] skin_cb_min = 8'd70;  
    reg [7:0] skin_cb_max = 8'd135;  
    reg [7:0] skin_cr_min = 8'd120;  
    reg [7:0] skin_cr_max = 8'd180;   
    reg signed [8:0] y, ytemp;
    reg signed [8:0] cb;
    reg signed [8:0] cr;
    reg signed [8:0] redc = 8'b1111_1100;
    reg signed [8:0] greenc = 8'b1111_0110;
    reg signed [8:0] bluec = 8'b1111_1110;
    reg signed [8:0] cbc = 8'b1111_0111;
    reg signed [8:0] crc = 8'b1111_0101;
    reg signed [8:0] rtemp,gtemp,btemp, rtemp2, gtemp2, btemp2;
    reg [7:0] r  = 8'd255;
    reg [7:0] g = 8'd0;
    reg [7:0] b = 8'd255;
    wire [7:0] red, green, blue;
    assign {red, blue, green} = i_vid_data;
    reg [7:0] ans;
    reg [7:0] abs_answ;
    wire hsync = i_vid_hsync;
    wire vsync = i_vid_vsync;
    wire VDE = i_vid_VDE;
    always @(posedge clk) begin
        if(sw == 4'd1) begin
        ytemp <= 16+ (256*red+green*645+blue*98)/1000;
        cb <= (577*(btemp-ytemp))/1000+128;
        cr <= (713*(rtemp-ytemp))/1000+128;
        y <= ytemp;
        rtemp <= red;
        gtemp <= green;
        btemp <= blue;
        rtemp2 <= rtemp;
        gtemp2 <= gtemp;
        btemp2 <= btemp;
        if(y > skin_y && skin_cb_min < cb && skin_cb_max > cb && skin_cr_min < cr && skin_cr_max > cr) begin
            o_vid_data[23:16] <= rtemp2;
            o_vid_data[15:8] <= btemp2;
            o_vid_data[7:0] <= gtemp2;
        end else begin
            o_vid_data[23:16] <= r;
            o_vid_data[15:8] <= b;
            o_vid_data[7:0] <= g;
        end
        o_vid_hsync <=  hsync;
        o_vid_vsync <=  vsync;
        o_vid_VDE <=  VDE;
    end
    end
endmodule
==> impl_metrics.csv <==
group,metric,value,unit
clock_tree,root_buffer,"clkbuf_16",
drt,drc_errors,0,
timing,whs,431,ps
outcome,outcome,"completed",
grt,grt_pass1_wl,108000,um
worst_hold_path,hp-start,"skin.gtemp[7]",
timing,rsz0062_at_grt,"false",
die,die_w,255,um
finish,utilization,0.442,
drt,wire_per_inst,16.4,um
worst_hold_path,hold_end,"skin.gtemp2[7]",
yosys,synth.mux.area_fraction,0.0338,
critical_path,cp_slowest_cell,"o31ai_4",
yosys,synth-simple-area-share,0.183,
critical_path,start_kind,"flop",
place,pre_cts_ws,1750,ps
timing,finalClockSkew,36.5,ps
worst_hold_path,min_path_type,"flop to flop",
clock_tree,cts_resized,0,
place,dp_hpwl,51400,um
yosys,ys_seq_frac,0.208,
timing,fmax,0.0563,GHz
finish,drive_above_1_share,0.0638,
grt,grt_max_degree,63,
timing,worst_pin_slew,954,ps
clock_tree,clock_latency,470,ps
place,placed_area,0.0272,sq mm
critical_path,worst-path-max-fanout,27,
run,max_cap_viol_count,0,
yosys,synth_adder_area_share,0.197,
timing,finalHoldViolCount,0,
clock_tree,cts_buffer_depth,2,
finish,synthToLayoutAreaGrowth,8.86,%
clock_tree,cts.sinks,179,
timing,maxSlewHeadroom,0.364,
critical_path,timing.rr.start,"skin.btemp[0]",
critical_path,cp.arrival,17910,ps
yosys,ys_area,0.0256,sq mm
timing,slew_viol_final,0,
finish,design_area,0.0279,sq mm
yosys,edf_count,176,
place,place_congestion,0.925,
drt,drtIter0Drc,1523,
yosys,synthDistinctLibCells,118,
yosys,async_flop_share,0,
clock_tree,htreeDepth,4,
clock_tree,cts_hold_buf,0,
worst_hold_path,hold_depth,0,
finish,lay_top_count,"ha_1",
clock_tree,cts_buffers,17,
yosys,synth_area,0.0256,sq mm
finish,final-comb-area,0.0191,sq mm
finish,regArea,0.00535,sq mm
critical_path,crit_path_max_incr_delay,760,ps
clock_tree,cts_setup_buffers,0,
yosys,ys_ff,179,
drt,vias_per_cell,5.70,
yosys,syn_area_per_cell,8.43,sq um
critical_path,r2r_setup_slack,1550,ps
die,dieHeight,255,um
clock_tree,cts_tree,"done",
yosys,ys_sh_aoi,0.248,
die,coreArea,0.0632,sq mm
critical_path,critPathCaptureType,"flop",
grt,track_usage,0.210,
critical_path,crit_type,"flop to flop",
yosys,postSynthCellCount,3041,
place,port-buffer-count,58,
run,tool_warnings,69,
timing,period_needed,17750,ps
timing,post-route-period-util,0.920,
yosys,ys.flop_type,"edfxtp_1",
critical_path,r2r-end,"skin.cb[8]",
grt,antenna_found_initial,0,
yosys,ys_cells,3041,
yosys,xor_area_frac,0.0792,
timing,setup_viol,0,
drt,vias,22600,
critical_path,worstRegToRegCells,59,
drt,dr.pass1.iters,6,
finish,n_fill_cell,5876,
critical_path,cpMostUsedCell,"ha_1",
die,fp_util,0.406,
die,dieArea,0.0651,sq mm
clock_tree,clk_pin_slew,80,ps
timing,layout_setup_ws,1550,ps
yosys,ys_warn_count,8,
drt,routed_wl,65000,um
critical_path,startpoint,"skin.btemp[0]",
critical_path,crit_required,19470,ps
die,io_pins,68,
grt,grt_overflow_total,0,
yosys,ys_top_logic_family,"AND-OR/OR-AND gates",
die,rows,92,
timing,fin_setup_tns,0,ps
drt,drt.antenna.violating_nets,0,
finish,lay_top_cells,"ha_1 (285), inv_1 (268), nor2_1 (256), nand2_1 (229), a21oi_1 (201)",
grt,grt_pass1_vias,21300,
-- sequential cells by signal (all words and copies together), names as in the netlist, 9 cells and up --
register / count
inverse.o_vid_data: 24
skin.ytemp: 9
skin.cr: 9
skin.o_vid_data: 24
pos.o_vid_data: 24
skin.cb: 9
pos.hcount: 17
skin.y: 9
-- through the flow --
step | instances
final | 3965
after global routing | 3964
after CTS | 3964
after detailed placement | 3916
after global placement | 3916
after floorplan | 3050
-- metal layers --
| layer | track usage | wire, um | up-vias |
|---|---|---|---|
| li1 | - | - | 11500 |
| met4 | 0.0308 | 976 | 0 |
| met2 | 0.345 | 30800 | 526 |
| met1 | 0.298 | 29800 | 10500 |
| met3 | 0.0428 | 3450 | 51 |
| met5 | 0 | 0 | - |
-- critical path, delay by kind of cell, from the launching register on --
family	cells	cell delay, ps
multiplexers	1	750
adder cells (fa/ha/maj)	9	2930
AND/OR/NAND/NOR	14	3510
AND-OR/OR-AND	30	9050
XOR/XNOR	2	460
buffers and inverters	3	390
flip-flops	1	380
-- final cells by class --
class / count / area share
Antenna cell: 1 / 0.0000897
Clock buffer: 18 / 0.0154
Clock inverter: 31 / 0.00834
Inverter: 254 / 0.0342
Multi-Input combinational cell: 2544 / 0.683
Sequential cell: 179 / 0.192
Tap cell: 846 / 0.0379
Timing Repair Buffer: 92 / 0.0298
-- synth_stat cells (all sizes together), types with 45 or more instances --
master / n / area share
a211oi: 45 / 0.014
a21o: 55 / 0.016
a21oi: 209 / 0.042
edfxtp: 176 / 0.21
fa: 68 / 0.053
ha: 285 / 0.14
inv: 254 / 0.037
mux2i: 57 / 0.022
nand2: 230 / 0.034
nand3: 82 / 0.016
nor2: 258 / 0.038
nor3: 75 / 0.015
o21ai: 163 / 0.032
or2: 57 / 0.014
xnor2: 159 / 0.055
xor2: 72 / 0.025
-- worst max path at each step --
stage / cells after the start / slack [ps] / end
final: 59 / 1550 / skin.cb[8]
after global routing: 60 / 100 / skin.cr[8]
after CTS: 61 / 1670 / skin.cr[8]
-- cell families after synthesis --
family	after synthesis
and+or+nand+nor	950
AOI/OAI and AO/OA	904
adders and majority gates	366
buffers and inverters	327
xor gates and xnor gates	231
DFF	179
muxes	83
other	1
